==> flow/design.v <==
`timescale 10ns / 10ns 
module IIC_WR68_100HZ(
    input CLOCK, RESET,
    input chipselect,
    input [7:0] address,
    input write,
    input [31:0] writedata,  
    input read,
    output [31:0] readdata,
    output SCL,
    inout SDA
);
    parameter FCLK = 10'd500, FHALF = 10'd250, FQUARTER = 10'd125;  
    parameter THIGH = 10'd200, TLOW = 10'd235, TR = 10'd50, TF = 10'd15;
    parameter THD_STA = 10'd200, TSU_STA = 10'd235, TSU_STO = 10'd200;
    parameter FF_Write1 = 5'd7;
    parameter FF_Write2 = 5'd9, RDFUNC = 5'd19;
    reg [1:0]iCall;   
    reg [31:0]iAddr;   
    reg [31:0]iData;   
    reg [31:0]Read;    
    reg [31:0]read_data_register;  
    reg [7:0]Data;  
    reg [4:0]i;     
    reg [4:0]Go;    
    reg [9:0]C1;    
    reg rSCL,rSDA;  
    reg isAck, isDone, isQ;   
    wire iAddr_reg_selected, iData_reg_selected, iCall_reg_selected;
    wire write_to_iAddr, write_to_iData, write_to_iCall;
    wire read_from_iAddr, read_from_iData, read_from_iCall;
    wire valid_write, valid_read;
    assign iCall_reg_selected = !address[1] & !address[0];   
    assign iAddr_reg_selected = !address[1] &  address[0];   
    assign iData_reg_selected =  address[1] & !address[0];   
    assign valid_write = chipselect & write;      
    assign valid_read = chipselect & read;
    assign write_to_iAddr = valid_write & iAddr_reg_selected;
    assign write_to_iData = valid_write & iData_reg_selected;
    assign write_to_iCall = valid_write & iCall_reg_selected;
    assign read_from_iAddr = valid_read & iAddr_reg_selected;
    assign read_from_iData = valid_read & iData_reg_selected;
    assign read_from_iCall = valid_read & iCall_reg_selected;
    always@(posedge CLOCK or negedge RESET)
    begin
        if(!RESET)begin  
            iAddr <= 32'h0000_0000;
        end
            else begin
        if(write_to_iAddr) begin
            iAddr <= writedata;    
        end
        else begin
            iAddr <= iAddr;  
        end
        end
    end
    always@(posedge CLOCK or negedge RESET)
    begin
        if(!RESET)begin  
            iData <= 32'h0000_0000;
        end
            else begin
        if(write_to_iData) begin
            iData <= writedata;    
        end
        else begin
            iData <= iData;  
        end
        end
    end
    always@(posedge CLOCK or negedge RESET)
    begin
        if(!RESET)begin  
                iCall <= 2'b00;
        end
        else begin
        if(write_to_iCall)begin
            iCall[1:0] <= writedata[1:0];
        end
        else begin
            iCall <= iCall;
        end
        end
    end
    always@(read_from_iAddr or read_from_iData or read_from_iCall or iAddr or iData or iCall)
    begin
    if(read_from_iAddr) begin
        read_data_register = iAddr;
    end
    else if(read_from_iData) begin
        read_data_register = iData;
    end
    else if(read_from_iCall) begin
        read_data_register = {30'd0,iCall};
    end
    else begin
        read_data_register = 32'h0000_0000;
    end
    end
    always @ ( posedge CLOCK or negedge RESET )
       if( !RESET )
          begin
              { i,Go } <= { 5'd0,5'd0 }; 
              C1 <= 10'd0;  
              Data <= 8'd0;
              Read <= 8'd0;
              { rSCL,rSDA,isAck,isDone,isQ } <= 5'b11101;
          end
       else if( iCall == 2'b10) 
          case( i )
             0:  
                 begin
                      isQ = 1;
                      rSCL <= 1'b1;
                      if( C1 == 0 ) rSDA <= 1'b1;  
                      else if( C1 == (TR + THIGH) ) rSDA <= 1'b0;
                      if( C1 == (FCLK) -1)   
                          begin 
                             C1 <= 10'd0;    
                             i <= i + 1'b1;  
                          end
                      else C1 <= C1 + 1'b1;  
                 end
             1:  
                 begin 
                      Data <= {4'b1010, 3'b000, 1'b0}; 
                      i <= FF_Write1; 
                      Go <= i + 1'b1;  
                 end
             2:  
                 begin 
                      Data <= iAddr[7:0]; 
                      i <= FF_Write1; 
                      Go <= i + 1'b1; 
                 end
             3:  
                 begin 
                      Data <= iData[7:0]; 
                      i <= FF_Write1; 
                      Go <= i + 1'b1; 
                 end
             4:  
                 begin            
                      isQ = 1'b1;
                      if( C1 == 0 ) rSCL <= 1'b0;
                      else if( C1 == FQUARTER ) rSCL <= 1'b1; 
                      if( C1 == 0 ) rSDA <= 1'b0;
                      else if( C1 == (FQUARTER + TR + TSU_STO ) ) rSDA <= 1'b1;
                      if( C1 == (FQUARTER + FCLK) -1 )  
                           begin 
                                C1 <= 10'd0; 
                                i <= i + 1'b1; 
                           end
                      else C1 <= C1 + 1'b1; 
                 end
              5: 
                 begin 
                      isDone <= 1'b1;  
                      i <= i + 1'b1; 
                 end
              6: 
               begin 
                      isDone <= 1'b0; 
                      i <= 5'd0;  
                 end
              7,8,9,10,11,12,13,14: 
                 begin 
                      isQ = 1'b1;
                      rSDA <= Data[14-i];  
                      if( C1 == 0 ) rSCL <= 1'b0;
                      else if( C1 == (TF + TLOW) ) rSCL <= 1'b1; 
                      if( C1 == FCLK -1 ) 
                          begin 
                              C1 <= 10'd0; 
                              i <= i + 1'b1; 
                          end
                      else C1 <= C1 + 1'b1;
                  end
               15:  
                  begin
                       isQ = 1'b0;
                       if( C1 == FHALF ) isAck <= SDA;
                       if( C1 == 0 ) rSCL <= 1'b0;
                       else if( C1 == FHALF ) rSCL <= 1'b1;
                       if( C1 == FCLK -1 ) 
                       begin 
                            C1 <= 10'd0; 
                            i <= i + 1'b1; 
                       end
                       else C1 <= C1 + 1'b1; 
                  end
               16: 
                   if( isAck != 0 ) i <= 5'd0;
                   else i <= Go; 
           endcase
       else if( iCall == 2'b01 )  
          case( i )
               0:  
                 begin
                       isQ = 1;  
                       rSCL <= 1'b1;
                       if( C1 == 0 ) rSDA <= 1'b1;  
                       else if( C1 == (TR + THIGH) ) rSDA <= 1'b0;
                       if( C1 == FCLK -1 ) 
                       begin 
                            C1 <= 10'd0; 
                            i <= i + 1'b1; 
                       end
                       else C1 <= C1 + 1'b1; 
                 end
               1:  
                 begin 
                       Data <= {4'b1010, 3'b000, 1'b0}; 
                       i <= FF_Write2; 
                       Go <= i + 1'b1; 
                 end
               2:  
                 begin 
                       Data <= iAddr[7:0]; 
                       i <= FF_Write2; 
                       Go <= i + 1'b1; 
                 end
               3:  
                 begin
                       isQ = 1'b1;
                       if( C1 == 0 ) rSCL <= 1'b0;
                       else if( C1 == FQUARTER ) rSCL <= 1'b1;
                       else if( C1 == (FQUARTER + TR + TSU_STA + THD_STA + TF) ) rSCL <= 1'b0;
                       if( C1 == 0 ) rSDA <= 1'b0; 
                       else if( C1 == FQUARTER ) rSDA <= 1'b1;
                       else if( C1 == ( FQUARTER + TR + THIGH) ) rSDA <= 1'b0;
                       if( C1 == (FQUARTER + FCLK + FQUARTER) -1 ) begin C1 <= 10'd0; i <= i + 1'b1; end
                       else C1 <= C1 + 1'b1;
                 end
               4:  
                  begin 
                        Data <= {4'b1010, 3'b000, 1'b1}; 
                        i <= 5'd9; 
                        Go <= i + 1'b1; 
                  end
               5:  
                  begin 
                        Read <= 8'd0; 
                        i <= RDFUNC; 
                        Go <= i + 1'b1; end
               6:  
                  begin
                        isQ = 1'b1;
                        if( C1 == 0 ) rSCL <= 1'b0;
                        else if( C1 == FQUARTER ) rSCL <= 1'b1; 
                        if( C1 == 0 ) rSDA <= 1'b0;
                        else if( C1 == (FQUARTER + TR + TSU_STO) ) rSDA <= 1'b1;
                        if( C1 == (FCLK + FQUARTER) -1 ) begin C1 <= 10'd0; i <= i + 1'b1; end
                        else C1 <= C1 + 1'b1; 
                  end
               7: 
                  begin 
                        isDone <= 1'b1; 
                        i <= i + 1'b1;
                  end
               8: 
                  begin 
                        isDone <= 1'b0;
                        i <= 5'd0; 
                  end
               9,10,11,12,13,14,15,16: 
                  begin
                        isQ = 1'b1;
                        rSDA <= Data[16-i];
                        if( C1 == 0 ) rSCL <= 1'b0;
                        else if( C1 == (TF + TLOW) ) rSCL <= 1'b1; 
                        if( C1 == FCLK -1 ) begin C1 <= 10'd0; i <= i + 1'b1; end
                        else C1 <= C1 + 1'b1;
                  end
               17:  
                  begin
                        isQ = 1'b0;
                        if( C1 == FHALF ) isAck <= SDA;
                        if( C1 == 0 ) rSCL <= 1'b0;
                        else if( C1 == FHALF ) rSCL <= 1'b1;
                        if( C1 == FCLK -1 ) begin C1 <= 10'd0; i <= i + 1'b1; end
                        else C1 <= C1 + 1'b1; 
                  end
               18: 
                  if( isAck != 0 ) i <= 5'd0;
                  else i <= Go;
               19,20,21,22,23,24,25,26:  
                  begin
                         isQ = 1'b0;
                         if( C1 == FHALF ) Read[26-i] <= SDA;
                         if( C1 == 0 ) rSCL <= 1'b0;
                         else if( C1 == FHALF ) rSCL <= 1'b1; 
                         if( C1 == FCLK -1 ) begin C1 <= 10'd0; i <= i + 1'b1; end
                         else C1 <= C1 + 1'b1;
                  end
               27:  
                  begin
                      isQ = 1'b1;
                      if( C1 == 0 ) rSCL <= 1'b0;
                      else if( C1 == FHALF ) rSCL <= 1'b1;
                      if( C1 == FCLK -1 ) begin C1 <= 10'd0; i <= Go; end
                      else C1 <= C1 + 1'b1; 
                  end
          endcase
    assign SCL = rSCL;
    assign SDA = isQ ? rSDA : 1'bz;
    assign readdata = read_data_register;
endmodule
==> flow/run.sh <==
#!/bin/bash
# OpenROAD 26Q1-2900-gdf79404cd8, Yosys 0.63+post, stock flow scripts
make -C /OpenROAD-flow-scripts/flow DESIGN_CONFIG=/design/flow/config.mk WORK_HOME=/design/flow/orfs finish
==> flow/config.mk <==
export PLATFORM = sky130hd
export DESIGN_NAME = IIC_WR68_100HZ
export DESIGN_NICKNAME = IIC_WR68_100HZ
export VERILOG_FILES = /design/flow/design.v
export SDC_FILE = /design/flow/constraint.sdc
export NUM_CORES = 4
export LEC_CHECK = 1
export CORE_UTILIZATION = 50
==> flow/constraint.sdc <==
current_design IIC_WR68_100HZ

set clk_period 7.8
set clk_io_pct 0.2

create_clock -name clk0 -period $clk_period [get_ports {CLOCK}]

set non_clock_inputs [all_inputs -no_clocks]
set_input_delay [expr $clk_period * $clk_io_pct] -clock clk0 $non_clock_inputs
set_output_delay [expr $clk_period * $clk_io_pct] -clock clk0 [all_outputs]
==> ci_impl_report.md <==
## Implementation flow summary

| Metric | Value |
|---|---|
| Post-DP HPWL | 10700 microns |
| Cts repair resizes | 0 |
| Tool Error | [error] [KeplerFormal.cpp:679] Workflow failed: Iso has multiple drivers: .SDA0, SDA$_DFFE_PN1P_.Q0 |
| Stopping stage | 4_1_cts |
| Root buffer cell | clkbuf_16 |
| Num ports | 79 |
| Count of library flops with an enable pin | 0 |
| Status | stopped before the end |
| Mean post-synth cell area | 9.97 sq um |
| Yosys stat chip area | 5920 sq um |
| Die height | 111 microns |
| Cells after synthesis | 594 |
| Post-synth regs | 97 |
| Fp util | 51.6% |
| Hold_buf cts | 0 |
| Primary FF master, synth | dfrtp_1 |
| Clock Path Buffers | 2 |
| H-tree lvl count | 3 |
| CTS buffer count | 9 |
| Syn Std Cell Area | 5920 sq um |
| Postcts setup bufs | 0 |
| Row count | 39 |
| YS warnings | 2 |
| Ys cells | 594 |
| Clk sinks | 97 |
| Chip Width | 111 microns |
| RD Place Congestion | 0.918 |
| Library cells used by synthesis | 73 |
| I/O Buffers | 71 |
| Register share after synthesis | 41.1% |
| Async set-reset flop share out of synthesis | 100% |
-- stage by stage --
stage | power (mW) | cell area (sq um) | setup WS [ps] | util [%] | std cells
floorplan | 1.66 | 5920 | 3670 | - | 594
global placement | 2.00 | 6790 | 2230 | 59.2 | 783
detailed placement | 2.02 | 6790 | 2200 | 59.2 | 783
-- synth_stat cells (all sizes together), types with 4 or more instances --
cell type	instances	area share, %
nor4	6	0.63
ha	13	2.7
xnor2	7	1.0
o21ai	24	2.0
inv	13	0.82
nor2b	7	0.74
or4	4	0.57
nand2	43	2.7
nor2	27	1.7
clkbuf	36	2.3
nand2b	6	0.63
o31ai	4	0.51
buf	7	0.53
mux2	67	13
o211ai	7	0.89
nor3b	5	0.63
a22o	31	4.6
or3	8	0.85
and3	9	0.95
a22oi	10	1.3
o22ai	5	0.53
nand3	26	2.2
o31a	4	0.59
nand4	7	0.74
mux4	4	1.5
mux2i	5	0.85
dfrtp	94	40
a21oi	34	2.9
nor3	17	1.4
-- logic make-up after synthesis --
group | share of synthesized area, %
and+or+nand+nor | 16.9
AOI/OAI and AO/OA | 19.3
muxes | 15.1
adders and majority gates | 2.75
buffers and inverters | 3.66
xor gates and xnor gates | 1.18
DFF | 41.1
No activity file was given, so power comes from the tool's default toggle rates.
